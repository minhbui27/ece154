==> ./design.v <==
module alu(input [31:0] a, b, input [2:0] f, output [31:0] y, output zero); 
	reg [31:0] out;
	reg z;
	assign y = out;
	assign zero = z;
	always@(*) begin 
	case (f)
            3'b000: out = a & b;  
            3'b001: out = a | b;  
            3'b010: out = a + b;  
            3'b110: out = a - b;  
            3'b111: if (a < b)  
			out = 32'b1;
		    else
			out = 32'b0; 
	    default: out = 0;
        endcase
	if (y == 32'b0)
		z = 1;
	else
		z = 0;
	end
endmodule
==> ./run.sh <==
#!/bin/bash
# OpenROAD 26Q1-2900-gdf79404cd8, Yosys 0.63+post, stock flow scripts
make -C /OpenROAD-flow-scripts/flow DESIGN_CONFIG=/design/flow/config.mk WORK_HOME=/design/flow/orfs finish
==> ./config.mk <==
export PLATFORM = sky130hd
export DESIGN_NAME = alu
export DESIGN_NICKNAME = alu
export VERILOG_FILES = /design/flow/design.v
export SDC_FILE = /design/flow/constraint.sdc
export NUM_CORES = 4
export LEC_CHECK = 1
export CORE_UTILIZATION = 50
==> ./constraint.sdc <==
current_design alu

set clk_period 25.3
set clk_io_pct 0.2

create_clock -name clk0 -period $clk_period

set non_clock_inputs [all_inputs -no_clocks]
set_input_delay [expr $clk_period * $clk_io_pct] -clock clk0 $non_clock_inputs
set_output_delay [expr $clk_period * $clk_io_pct] -clock clk0 [all_outputs]
==> PnR_summary.wiki <==
=== Physical design figures ===
{| class="wikitable"
! Metric !! Value
|-
| Total power of the final layout || 0.000148 W
|-
| Routed vias/inst || 6.28
|-
| Post-placement cell area || ~0.0064 mm2
|-
| Cells in synth_stat.txt || roughly 810
|-
| Largest cells by area after synthesis || ha_1, inv_1, a21oi_1
|-
| Worst setup path class || in2out
|-
| Time the worst path needs with I/O delays and setup || approximately 15 ns
|-
| Top cells by count, synth || inv_1, ha_1, a21oi_1
|-
| Maximum number of pins on one net before global-route repair || 53
|-
| Count of mapped cells out of synthesis || 811
|-
| Via count of the first global-routing pass || a little under 6k
|-
| Seq Cell Count || 0
|-
| Cell area after technology mapping || between 0.005 and 0.006 mm2
|-
| Sw frac || 0.573
|-
| Post-synthesis chip area from yosys || 0.00539 mm2
|-
| Number of gates resized after cts || 0
|-
| # DRC || 0
|-
| Grt ovf || 0
|-
| Portion of the post-synthesis area used by sequential elements || 0
|-
| RSZ-0062 raised after global routing || no
|-
| Synth top area share || 0.237
|-
| # placed instances || 1010
|-
| Routability-driven placement congestion ratio || roughly 1.1
|-
| Worst slew slack as a fraction of its limit || 0.501
|-
| Total number of vias || around 6.3k
|-
| Worst setup slack after layout || 10.71 ns
|-
| Die Y || 106 um
|-
| WP data required || 20.24 ns
|-
| # IOs || roughly 100
|-
| Hold violation count in the final report || 0
|-
| Switching power of the nets || around 0.000085 W
|-
| Starting Density || 0.520
|-
| Average wire per cell in the routed design || around 19 um
|-
| Growth of design area from synthesis to finish || 19.1%
|-
| Status || finished clean
|-
| Syn avg cell area || 6.65 um2
|-
| Number of antenna violations at the first check in global routing || 0
|-
| Kind of launch point of the worst setup path || primary input
|-
| Count of yosys warnings during synthesis || 1
|-
| Part of the power in registers || 0
|-
| Final count of negative-setup-slack endpoints || 0
|-
| Peak supply drop || 12.9 uV
|-
| Horizontal die size || 106 um
|-
| Footprint of the flip-flops and latches || 0 um2
|-
| Post-synthesis cell type with the largest instance count || inv_1
|-
| Post-DRT Antenna Nets || 0
|-
| Cell internal pwr || 0.0000630 W
|-
| Post-synthesis cell type with the largest combined area || ha_1
|-
| Total power per unit cell area || 23.0 mW/mm2
|-
| Arrival @ worst endpoint || about 9.5 ns
|-
| Initial detailed-routing violation count || 566
|-
| Fin cells || 1010
|-
| Fraction of power consumed by combinational cells || 1.000
|-
| Number of hold buffers added after CTS || 0
|-
| Peak clock frequency supported by timing || 68.5 MHz
|-
| Input/output buffers || 100
|-
| Area of the die || 0.0112 mm2
|-
| Worst min-delay path class || in2out
|-
| Share of layout cells above drive strength 1 || 0.0435
|-
| Standard cell core area || around 0.010 mm2
|-
| Period Utilization, post-route || 0.577
|-
| Count of max-cap constraint violations || 0
|-
| Post-detailed-placement half-perimeter wirelength || 15.1 mm
|-
| Number of clock buffer instances in the layout || 0
|-
| First-pass GRT wire length || roughly 30 mm
|-
| Worst-Margin Slew || approximately 0.74 ns
|-
| Sum of routed wire length over all layers || around 19 mm
|-
| Count of TritonRoute iterations in the first routing pass || 5
|-
| Part of the total power dissipated in the clock network || 0
|-
| Setup TNS || 0 ns
|-
| Synth unique cells || about 80
|-
| Post-CTS setup buffer count || 0
|-
| Site row count || 37
|-
| Max-slew violation count || 0
|-
| Total inserted antenna cells || 0
|-
| Fin area || 0.00642 mm2
|-
| CP Capture Type || primary output
|-
| Tool Warnings || between 100 and 150
|-
| Leakage power summed over all cells || 2.92 nW
|-
| Aggregate global-route resource usage || 0.342
|-
| Largest fanout on the critical path || 14
|-
| Place WS || 10.82 ns
|}
## layer usage
metal,vias to the layer above,track usage,wire (um)
li1,3069,-,-
met1,2926,0.496,8530
met2,316,0.542,8350
met3,28,0.0498,1690
met4,0,0.0635,383
met5,-,0,0
## power groups by stage
stage	registers (W)	clock network, W	logic [W]
final	0	0	0.000148
after global routing	0	0	0.000161
after CTS	0	0	0.000145
## worst max-delay path: stages
cell,delay [ns]
clkdlybuf4s50_1,0.54
inv_1,0.06
ha_1,0.47
nor2_1,0.38
nand3_1,0.15
a211oi_2,0.39
o31ai_1,0.18
a211oi_1,0.66
o22ai_1,0.21
a21oi_1,0.19
o22ai_1,0.12
nand3b_1,0.18
a2111o_1,0.34
nor2_1,0.12
clkdlybuf4s50_1,0.47
## through the flow
| step | utilization | hold slack, ns |
|---|---|---|
| after floorplan | - | 10.34 |
| after global placement | 0.619 | 11.22 |
| after detailed placement | 0.619 | 11.23 |
| after CTS | 0.619 | 11.23 |
| after global routing | 0.619 | 11.29 |
| final | 0.619 | 11.22 |
## cells by family (layout without fill, tap and decap cells)
family,Yosys count,in the layout,share of synthesized area
and+or+nand+nor,233,233,0.211
AOI/OAI and AO/OA,283,283,0.366
adders and majority gates,104,104,0.244
buffers and inverters,153,216,0.111
muxes,23,23,0.0427
xor gates and xnor gates,15,15,0.0244
## final timing paths
kind	endpoint	slack, ns	startpoint	cells past startpoint
max	zero	10.71	a[11]	15
min	y[1]	11.22	f[0]	4
## area by class of cell
type	instances	area (um2)
fillers	957	3950
multi-input cells	658	4790
repair buffers	107	1050
inverters	109	409
well taps	136	170
## layout by cell type (no fill, tap or decap), drive strengths merged, types with 13 or more instances in the layout
master	n
nand2	64
o22ai	14
a21oi	72
nor3	21
a211oi	20
inv	109
mux2i	23
nand3	17
nor2	65
ha	102
xnor2	14
o31ai	17
a21o	13
clkdlybuf4s50	99
o21ai	43
o21bai	13
Power is estimated from default activity; no workload was simulated.
